===== design/flow/config.mk =====
export PLATFORM = sky130hd
export DESIGN_NAME = Master_System
export DESIGN_NICKNAME = Master_System
export VERILOG_FILES = /design/flow/design.v
export SDC_FILE = /design/flow/constraint.sdc
export NUM_CORES = 4
export LEC_CHECK = 1
export CORE_AREA = 10 10 93 93
export DIE_AREA = 0 0 103 103

===== design/flow/constraint.sdc =====
current_design Master_System

set clk_period 9.8
set clk_io_pct 0.2

create_clock -name clk0 -period $clk_period [get_ports {clk}]

set non_clock_inputs [all_inputs -no_clocks]
set_input_delay [expr $clk_period * $clk_io_pct] -clock clk0 $non_clock_inputs
set_output_delay [expr $clk_period * $clk_io_pct] -clock clk0 [all_outputs]

===== design/flow/design.v =====
module ALU (
    input [7:0] A,            
    input [7:0] B,            
    input [3:0] ALU_Sel,      
    output reg [7:0] ALU_Out, 
    output reg CarryOut,      
    output reg Z              
);
always @(*) begin
    CarryOut = 0;  
    Z = 0;         
    case (ALU_Sel)
        4'b0001: begin
            {CarryOut, ALU_Out} = A + B;
        end
        4'b0010: begin
            {CarryOut, ALU_Out} = A - B;
            CarryOut = (A < B) ? 1 : 0;
        end
        4'b0011: ALU_Out = ~(A | B);     
        4'b1011: ALU_Out = A << 1;       
        4'b1100: ALU_Out = A >> 1;       
        4'b1000: ALU_Out = (A < B) ? 8'b1 : 8'b0;  
        4'b0110: ALU_Out = (A == B) ? 8'b1 : 8'b0;  
        default: ALU_Out = 8'b00000000;  
    endcase
    Z = (ALU_Out == 8'b00000000) ? 1 : 0;  
end
endmodule
module ACC (
    input wire clk,
    input wire clb,
    input wire load_acc,
    input wire [7:0] data_in,
    output reg [7:0] acc_out
);
    always @(posedge clk) begin
	if (load_acc) begin
            acc_out <= data_in;
        end
    end
endmodule
module Master_System (
    input clk,
    input clb,
    input wire load_acc,
    output wire [7:0] acc_out,
    input [7:0] A,            
    input [7:0] B,            
    input [3:0] ALU_Sel,      
    output wire CarryOut,      
    output wire Z              
);
wire [7:0] ALU_Out;
ALU Test_ALU (
    .A(A),
    .B(B),
    .ALU_Sel(ALU_Sel),
    .ALU_Out(ALU_Out),
    .CarryOut(CarryOut),
    .Z(Z)
);
ACC Test_ACC (
    .clk(clk),
    .clb(clb),
    .load_acc(load_acc),
    .data_in(ALU_Out),
    .acc_out(acc_out)
);
endmodule

===== design/flow/run.sh =====
#!/bin/bash
# OpenROAD 26Q1-2900-gdf79404cd8, Yosys 0.63+post, stock flow scripts
make -C /OpenROAD-flow-scripts/flow DESIGN_CONFIG=/design/flow/config.mk WORK_HOME=/design/flow/orfs finish

==> impl_metrics.json <==
{
  "fmax_mhz": 140,
  "hold-path-endpoint": "Test_ACC.acc_out[4]",
  "dp_hpwl_um": 3410,
  "fin_tns_setup_ns": 0,
  "post-cts-setup-buffers": 0,
  "powerDensity_mw_per_mm2": 82.1,
  "cts_hold_buf": 0,
  "worst_slew_pin_slew_ns": 0.732,
  "critPathKind": "primary input to output port",
  "ys_area_mm2": 0.00155,
  "drtIter0Drc": 67,
  "synth.avg_cell_area_um2": 8.36,
  "final_cells": 290,
  "cellLeakagePower_nw": 0.827,
  "slew-limit-headroom": 0.499,
  "logic_area_mm2": 0.00112,
  "grt_pass1_vias": 1405,
  "seq_area_um2": 240,
  "n_antenna_cell": 0,
  "synth_top_area_share": 0.202,
  "synth_cell_types": 53,
  "tritoncts": "yes",
  "topCellsByArea": "ha_1, edfxtp_1, inv_1",
  "grt_overflow": 0,
  "ys_warn_count": 2,
  "period_used_share": 0.728,
  "clkSinkCount": 8,
  "gp_congestion": 0.895,
  "synth-async-reset-ratio": 0,
  "io_buffers": 31,
  "drive_above_1_share": 0.0762,
  "core_area_mm2": 0.00676,
  "grt_start_max_net_pins": 17,
  "holdWs_ns": 2.56,
  "irDropWorstVdd_mv": 0.0316,
  "crit_path_start": "A[0]",
  "hp-start": "load_acc",
  "finalHoldViolCount": 0,
  "wire_per_inst_um": 13.8,
  "drv_slew": 0,
  "cts_buffers": 3,
  "areaGrowthSynthToFinish_pct": 24.7,
  "ys_seq_share": 0.155,
  "die_y_um": 103,
  "top_regs": "Test_ACC.acc_out x8",
  "cp.required_ns": 7.84,
  "cp-end-kind": "output port",
  "pre_cts_ws_ns": 2.64,
  "initCoreUtil": 0.229,
  "path_clk_slew_ns": 0.04,
  "fill_cells": 716,
  "drv_cap": 0,
  "clk_path_buf_depth": 2,
  "setup_viol": 0,
  "openroad.warnings": 43,
  "ys_cells": 185,
  "place_inst": 287,
  "flop_cell": "edfxtp_1",
  "numSynthFlops": 8,
  "cp_cell_sequence": "clkdlybuf4s50_1 > inv_1 > ha_1 > fa_1 > nor3_2 > a211o_1 > a221oi_2 > a211o_1 > or4b_1 > nor4_2 > clkdlybuf4s50_1",
  "edf_count": 8,
  "critical_path.slowest_cell": "clkdlybuf4s50_1",
  "status": "completed",
  "wirelength_um": 4000,
  "fp.dieArea_mm2": 0.0106,
  "hold_depth": 1,
  "top_register": "Test_ACC.acc_out",
  "grt_usage": 0.0791,
  "hold_path.class": "primary input to flop",
  "dr.pass1.iters": 4,
  "top_area_cell": "ha_1",
  "synth_cells": 185,
  "path_buffers": 3,
  "fp-row-count": 30,
  "largest_register_ffs": 8,
  "antenna_found_initial": 0,
  "ant_nets": 0,
  "viasPerCell": 4.82,
  "critPathMaxFanout": 3,
  "vias": 1398,
  "root_buffer": "clkbuf_8",
  "arrival_ns": 5.18,
  "fin_crit_ns": 7.14,
  "ios": 33,
  "dieWidth_um": 103,
  "grt_pass1_wl_um": 6880,
  "cts_max_level": 1,
  "drc": 0,
  "cp_slowest_stage_delay_ns": 0.51,
  "worst_slack_ns": 2.66,
  "crit_family": "buffers and inverters",
  "cts-resized-gates": 0,
  "rsz0062_at_grt": "false",
  "critPathLaunchType": "primary input",
  "syn-cell-area_mm2": 0.00155
}
layout make-up:
class / instances / area share
Timing Repair Buffer: 33 / 0.169
Inverter: 26 / 0.0506
Clock buffer: 3 / 0.0214
Sequential cell: 8 / 0.125
Multi-Input combinational cell: 140 / 0.583
Tap cell: 80 / 0.0519
stage by stage:
stage / util / area (um2) / power [mW]
final: 0.285 / 1930 / 0.158
after global routing: 0.285 / 1930 / 0.173
after CTS: 0.285 / 1930 / 0.161
after detailed placement: 0.279 / 1890 / 0.121
after global placement: 0.279 / 1890 / 0.121
after floorplan: - / 1550 / 0.0919
worst max-delay path by stage:
stage / end / slack, ns / cells after the start
final: Z / 2.66 / 11
after CTS: Z / 2.62 / 11
after global routing: Z / 2.44 / 10
kinds of logic after synthesis:
group	Yosys count	share of synthesized area
and+or+nand+nor	52	0.197
muxes	5	0.0332
AOI/OAI and AO/OA	51	0.239
xor gates and xnor gates	5	0.0283
buffers and inverters	37	0.118
adders and majority gates	27	0.228
DFF	8	0.155
synth_stat cells, types with 2 or more instances:
library cell	instances
ha_1	25
inv_1	25
nor2_1	16
a21oi_1	11
nand2_1	10
o21ai_0	9
edfxtp_1	8
a31oi_1	4
buf_2	4
buf_6	4
mux2i_1	4
xnor2_1	4
a211o_1	3
and3_1	3
nor3_1	3
a211oi_1	2
a21o_1	2
a221oi_1	2
a221oi_2	2
buf_4	2
fa_1	2
nand2b_1	2
nor2b_1	2
nor3_2	2
nor4_1	2
o211ai_1	2
o221ai_1	2
o32ai_1	2
or4b_1	2
layer usage:
layer | GRT usage | vias to the layer above | wire (um)
met4 | 0.00856 | 0 | 41
met5 | 0 | - | 0
met2 | 0.134 | 39 | 1920
met3 | 0.0176 | 6 | 307
li1 | - | 719 | -
met1 | 0.104 | 634 | 1740
power by group:
group          switching [mW]  internal (mW)
Sequential           0.000791         0.0425
Clock                  0.0117         0.0265
Combinational          0.0396         0.0373
Total                  0.0520          0.106
cells in the final DEF (no fill, tap or decap), types with 2 or more instances in the layout:
| cell | count |
|---|---|
| nor2_1 | 16 |
| o221ai_1 | 2 |
| clkdlybuf4s50_1 | 31 |
| ha_1 | 25 |
| nand2_1 | 10 |
| clkbuf_8 | 3 |
| edfxtp_1 | 8 |
| nor2b_1 | 2 |
| xnor2_1 | 4 |
| o21ai_0 | 9 |
| nand2b_1 | 2 |
| a221oi_1 | 2 |
| a21o_1 | 2 |
| a221oi_2 | 2 |
| a31oi_1 | 4 |
| or4b_1 | 2 |
| nor3_2 | 2 |
| inv_1 | 25 |
| buf_4 | 2 |
| o211ai_1 | 2 |
| and3_1 | 3 |
| nor4_1 | 2 |
| o32ai_1 | 2 |
| nor3_1 | 3 |
| fa_1 | 2 |
| a211o_1 | 3 |
| a21oi_1 | 11 |
| mux2i_1 | 4 |
| a211oi_1 | 2 |
Power and IR drop assume default switching activity.
