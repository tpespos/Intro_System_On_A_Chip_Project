--- design/flow/design.v ---
module MUX2(dataOut, A, B, SelPC);
	output [7:0]	dataOut;
	input  [7:0]	A;
	input  [3:0]	B;
	input 			SelPC;
	assign dataOut = SelPC ? A:B;
endmodule
module PC( count, dataIn, CLK, CLB, IncPC, LoadPC);
	output [7:0] count;
	input [7:0] dataIn;
	input CLK;
	input CLB;
	input IncPC;
	input LoadPC;
	reg [7:0] count;
always @(posedge CLK) begin
	if (LoadPC)
		count <= dataIn;
	else if (IncPC)
		count <= count + 1'b1;
end
endmodule
module PC_module(
	output wire [7:0] IM,
	input wire  [7:0] A,
	input wire  [3:0] B,
	input wire	SelPC,
	input wire	CLK,
	input wire	CLB,
	input wire	IncPC,
	input wire	LoadPC );
	wire [7:0] MUX2_to_PC;
	MUX2 mux2instance(MUX2_to_PC, A, B, SelPC);
	PC PCinstance(IM, MUX2_to_PC, CLK, CLB, IncPC, LoadPC);
endmodule
--- design/flow/run.sh ---
#!/bin/bash
# OpenROAD 26Q1-2900-gdf79404cd8, Yosys 0.63+post, stock flow scripts
make -C /OpenROAD-flow-scripts/flow DESIGN_CONFIG=/design/flow/config.mk WORK_HOME=/design/flow/orfs finish
--- design/flow/config.mk ---
export PLATFORM = sky130hd
export DESIGN_NAME = PC_module
export DESIGN_NICKNAME = PC_module
export VERILOG_FILES = /design/flow/design.v
export SDC_FILE = /design/flow/constraint.sdc
export NUM_CORES = 4
export LEC_CHECK = 1
export CORE_AREA = 10 10 77 77
export DIE_AREA = 0 0 87 87
--- design/flow/constraint.sdc ---
current_design PC_module

set clk_period 2.7
set clk_io_pct 0.2

create_clock -name clk0 -period $clk_period [get_ports {CLK}]

set non_clock_inputs [all_inputs -no_clocks]
set_input_delay [expr $clk_period * $clk_io_pct] -clock clk0 $non_clock_inputs
set_output_delay [expr $clk_period * $clk_io_pct] -clock clk0 [all_outputs]
==> changes_impl.md <==
## Implementation

* N_diodes at 0
* Peak Freq at 556 MHz
* Vias in the first global route at around 460
* Fp util at 12.1%
* Clk pwr share at 33.4%
* Setup repair after global routing missed its margin: no
* Die X at around 87 um
* Cell Type Count at 16
* Run status: complete, no violations
* Largest net degree at the start of global routing at 13
* RR Startpoint: PCinstance.count[0]$_DFFE_PP_
* Seq share, synth at a little under half
* Syn Area/Cell at approximately 11 um^2
* GRT overflow at 0
* Placed Area at 796 um^2
* All-layer global routing usage at between 4 and 5%
* Hold crit path type: register to register
* DRT iter0 DRCs at about 49
* Share of cells above drive strength 1 at under 10%
* Ys Warns at 1
* Logic gate share of total power at a little under a quarter
* Setup TNS Final at 0 ps
* Register bit total from synthesis at 8
* Final Instance Area at approximately 840 um^2
* CTS Hold Bufs at 0
* Fillers at approximately 460
* Worst EP required at 2670 ps
* Clock transition at path regs at about 40 ps
* Final WL at roughly 1.5 mm
* Crit path kind: primary input to register
* Synth Instances at approximately 50
* Final setup fails at 0
* Layout Skew at between 1.5 and 2 ps
* Io pins at 25
* Top Registers: PCinstance.count x8
* Most flops, register: PCinstance.count
* Final Hold Viols at 0
* TritonCTS clock tree: yes
* H-tree depth at 1
* Tot Pwr at between 0.0004 and 0.0005 W
* Maximum Capacitance Violations at 0
* Cts repair resizes at 0
* First-pass GRT wire length at between 2 and 2.5 mm
* # clock sinks at 8
* Crit start category: primary input
* Mapped cell area at ~530 um^2
* Area grow syn2layout at 58.9%
* Sw Share at roughly a quarter
* Place WS at between 600 and 700 ps
* Worst-Margin Slew at 405 ps
* Root buffer cell: clkbuf_8
* Cts bufs inserted at 3
* CP endpoint kind: register
* Die Area at ~7600 um^2
* Via density at 3.69
* Die span in y at slightly below 90 um
* Bufs on Longest Clock Path at 2
* Min-delay src: PCinstance.count[0]$_DFFE_PP_
* Worst rel slew slack at between 70% and 80%
* Site Rows at 24
* Worst setup path start: SelPC
* Crit-path cells: clkdlybuf4s50_1, mux2_2, nand2_1, o21ai_0
* Worst-path cell with the longest stage delay: clkdlybuf4s50_1
* Wire length per cell at around 12 um
* # port buffers at 23
* Arr. time, crit path at around 1800 ps
* Synthesis area per yosys at ~530 um^2
* Vias at around 470
* Critical-path maximum fanout at 8
* Clock latency (worst-skew pair) at 230 ps
* Worst IR Drop VDD at ~210 uV
* Residual DRC at 0
* P_leak at around 0.30 nW
* Fin crit share at 66.7%
* CP peak stage delay at ~710 ps
* Tmin final at around 1800 ps
* Largest register FFs at 8
* Stage-log warning count at 26
* Post-CTS Setup Bufs at 0
* Sequential fraction of design power at between 40% and 50%
* Max-slew violations at 0
* Initial antenna violation count at 0
* NetSw at between 0.00009 and 0.0001 W
* PwrDens at about 500 nW/um^2
* Worst Slack Setup Final at 900 ps
* Yosys stat cell total at 50
* Detailed Place HPWL at 1.23 mm
* Most frequent logic cell in the layout: clkdlybuf4s50_1
* Initial DRT Pass Iterations at 4
* RePlAce Congestion at 0.762
* Internal at around 0.00032 W
* Top Layout Cells: clkdlybuf4s50_1, nand3_1, edfxtp_1, o21ai_0, mux2i_1
* ANT nets after route at 0
* Core area at between 4000 and 5000 um^2
[final timing paths]
check / to / slack [ps] / cells after the start
worst max-delay path: PCinstance.count[3]$_DFFE_PP_ / 900 / 4
worst min-delay path: PCinstance.count[0]$_DFFE_PP_ / 670 / 1
worst max register to register: PCinstance.count[6]$_DFFE_PP_ / 1260 / 4
worst min register to register: PCinstance.count[0]$_DFFE_PP_ / 670 / 1
[cell families (layout without fill, tap and decap cells)]
group	Yosys count	count (layout)	synth area share, %
fa+ha+maj	1	1	2.37
compound gates	7	7	6.65
simple gates	23	23	24.2
flops	8	8	45.6
buf+inv	3	27	6.41
mux	5	5	9.74
xor+xnor	3	3	4.99
[Yosys cell counts (all sizes together)]
cell    instances  area share, %
or2             1            1.2
a21oi           2            1.9
o21ai           5            4.7
nor2b           3            3.6
or4             3            4.3
mux2            1            2.1
buf             3            6.4
ha              1            2.4
edfxtp          8             46
mux2i           4            7.6
nand3          10             10
nand2           3            2.1
xor2            3            5.0
nand4           1            1.2
nor2            2            1.4
[stage by stage]
stage                     util (%)  hold WS [ps]  instances
after floorplan                  -           603         50
after global placement        18.3           653        123
after detailed placement      18.3           667        123
after CTS                     19.2           672        126
after global routing          19.2           718        126
final                         19.2           675        126
[cell type report]
class	count	area, um^2	area share [%]
multi-input cells	39	253	30.2
flip-flops and latches	8	240	28.7
repair buffers	24	238	28.4
well taps	52	65.1	7.77
clock buffers	3	41.3	4.93
[metal layers]
layer  share of wire (%)  track usage [%]  vias to the layer above
met1                  46             5.21                      208
met5                   0                0                        -
li1                    -                -                      235
met2                  45             6.20                       22
met3                 9.2             2.26                        0
met4                   0            0.147                        0
[power groups by stage]
stage	Sequential, W	Combinational, W	Clock, W
after global routing	0.000183	0.000114	0.000156
after CTS	0.000180	0.000104	0.000143
final	0.000180	0.000101	0.000141
[worst max-delay path: cells and delay by family]
kind | cells | cell delay [ps]
and+or+nand+nor | 1 | 70
AOI/OAI and AO/OA | 1 | 70
buffers and inverters | 1 | 710
muxes | 1 | 380
Power and IR drop assume default switching activity.
