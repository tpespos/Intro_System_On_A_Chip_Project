==> ./design.v <==
module reg_file (
    input wire clk,
    input wire reset,
    input wire [3:0] reg_write_addr,
    input wire [3:0] reg_read_addr1,
    input wire [3:0] reg_read_addr2,
    input wire [7:0] reg_write_data,
    input wire reg_write_enable,
    output wire [7:0] reg_read_data1,
    output wire [7:0] reg_read_data2
);
    reg [7:0] registers [15:0];  
    integer i;
    always @(posedge clk or posedge reset) begin
        if (reset) begin
            for (i = 0; i < 16; i = i + 1) begin
                registers[i] <= 8'b0;  
            end
        end else if (reg_write_enable) begin
            registers[reg_write_addr] <= reg_write_data;
        end
    end
    assign reg_read_data1 = registers[reg_read_addr1];
    assign reg_read_data2 = registers[reg_read_addr2];
endmodule
==> ./run.sh <==
#!/bin/bash
# OpenROAD 26Q1-2900-gdf79404cd8, Yosys 0.63+post, stock flow scripts
make -C /OpenROAD-flow-scripts/flow DESIGN_CONFIG=/design/flow/config.mk WORK_HOME=/design/flow/orfs finish
==> ./config.mk <==
export PLATFORM = sky130hd
export DESIGN_NAME = reg_file
export DESIGN_NICKNAME = reg_file
export VERILOG_FILES = /design/flow/design.v
export SDC_FILE = /design/flow/constraint.sdc
export NUM_CORES = 4
export LEC_CHECK = 1
export CORE_UTILIZATION = 40
==> ./constraint.sdc <==
current_design reg_file

set clk_period 3.1
set clk_io_pct 0.2

create_clock -name clk0 -period $clk_period [get_ports {clk}]

set non_clock_inputs [all_inputs -no_clocks]
set_input_delay [expr $clk_period * $clk_io_pct] -clock clk0 $non_clock_inputs
set_output_delay [expr $clk_period * $clk_io_pct] -clock clk0 [all_outputs]
==> flow_metrics.py <==
# Auto-generated metrics
metrics = {
    "outcome": {
        "status": "complete, no violations",
    },
    "placed_design": {
        "dp.cells": 973,
        "dpl.hpwl_um": 19400,
        "post-place-ws_ps": -434,
        "dpl_cell_area_um2": 8540,
        "place.gp.congestion": 1.01,
        "port_buffers": 38,
    },
    "finish": {
        "regMostFlops": "registers",
        "largest_reg_flops": 128,
        "flop_area_um2": 3200,
        "fill_cells": 1447,
        "top_regs": "registers x128",
        "final_cell_area_um2": 9700,
        "area_growth_pct": 35.6,
        "finalNonFillerCells": 1028,
        "logic_area_um2": 3960,
        "finalCoreUtilization_pct": 55.9,
        "drive_above_1_share_pct": 47.8,
    },
    "drt": {
        "insertedDiodeCount": 0,
        "wl_um": 26900,
        "viasPerCell": 6.12,
        "ant_nets": 0,
        "first_iter_violations": 524,
        "dr.pass1.iters": 6,
        "drc": 0,
        "post_drt_wl_per_cell_um": 26.2,
        "via_count": 6292,
    },
    "critical_path": {
        "ff2ff_setup_slack_ps": 2230,
        "endpoint_kind": "output pin",
        "start_kind": "primary input",
        "cp.required_ps": 2480,
        "crit_type": "primary input to output pin",
        "r2r_cells": 1,
        "r2r-end": "registers[15][7]",
        "cp_max_fo": 5,
        "worstSetupStartpoint": "reg_read_addr2[3]",
        "critPathArrivalTime_ps": 2450,
        "reg2reg_from": "registers[15][7]",
    },
    "logic_synthesis": {
        "async_flop_share_pct": 100,
        "synth.avg_cell_area_um2": 11.1,
        "yosysTopAreaCell": "dfrtp_1",
        "yosysMostFrequentCell": "mux2_2",
        "yosys-stat-area_um2": 7150,
        "top_cells_by_area": "dfrtp_1, mux2_2, a22oi_1",
        "syn-cell-area_um2": 7150,
        "seq_area_frac_synth_pct": 44.8,
        "ys.flop_type": "dfrtp_1",
        "ys.flops": 128,
        "syn_inst": 642,
        "top_cells_by_count": "mux2_2, dfrtp_1, nor2_1, a22oi_1, a21oi_1",
        "netlist.area_leader.share_pct": 44.8,
        "edf_count": 0,
        "ys_types": 48,
        "yosysCellCount": 642,
        "ys_warn_count": 2,
    },
    "die": {
        "die_x_um": 136,
        "ios": 39,
        "fp-utilization_pct": 41.2,
        "die_h_um": 136,
        "die-area_um2": 18400,
        "num_rows": 48,
        "core_area_um2": 17400,
    },
    "clock_network": {
        "clockRootBuffer": "clkbuf_16",
        "insertion_delay_ps": 410,
        "clk_pin_slew_ps": 60,
        "clock_sinks": 128,
        "cts_buffers": 17,
        "htreeDepth": 4,
        "cts_tree": "built",
        "cts_max_path_buffers": 2,
    },
    "power_and_ir_drop": {
        "power_mw": 5.84,
        "irDropWorstVdd_mv": 0.418,
        "power_leakage_nw": 4.12,
        "p_per_area_nw_per_um2": 602,
    },
    "global_route": {
        "grt_pass1_wl_um": 40200,
        "grt_max_degree": 74,
        "grt_overflow": 0,
        "grt_pass1_vias": 6302,
        "antenna_found_initial": 0,
        "grt_usage_pct": 31.8,
    },
    "timing": {
        "finClkSkew_ps": 0,
        "rsz0062_at_grt": "true",
        "min_period_ps": 3070,
        "tightest_slew_ps": 729,
        "final.setup.tns_ps": 0,
        "final.setup.worst_slack_ps": 31.7,
        "hold_viol": 0,
        "finalSetupViolations": 0,
        "holdWs_ps": 539,
        "slew_viol_final": 0,
        "slew_headroom_pct": 51.2,
        "min_period_over_period_pct": 99.0,
        "max_freq_mhz": 326,
    },
    "hold_path": {
        "min_to": "registers[11][0]",
        "min-delay-start": "registers[11][0]",
        "hold_path_depth": 1,
        "hp-class": "flop to flop",
    },
    "job": {
        "tool_warnings": 27,
        "maxCapViolations": 0,
    },
}
cell families after synthesis:
group	count (synthesis)	share of synthesized area [%]
AND-OR/OR-AND	152	15.4
buffers and inverters	56	3.73
flip-flops	128	44.8
multiplexers	161	26.0
AND/OR/NAND/NOR	145	10.0
area by class of cell:
class,instances,share of cell area [%]
inverters,6,0.309
repair buffers,180,16.9
well taps,225,2.90
clock inverters,9,1.39
flip-flops and latches,128,33.0
multi-input cells,458,40.8
clock buffers,22,4.68
critical path, stage by stage:
cell	delay, ps
clkdlybuf4s15_2	220
buf_6	150
and2_2	240
buf_4	140
a211oi_1	220
nor3_1	80
o32a_1	370
clkdlybuf4s50_1	410
layer usage:
layer,GRT usage [%],up-vias,wire length [µm]
met3,7.60,70,2050
met2,49.5,329,12500
met4,9.68,0,1160
met1,45.4,3170,11200
met5,0,-,0
li1,-,2723,-
report_power, final:
part / switching (mW) / total [mW] / internal, mW
Sequential: 0.452 / 2.52 / 2.06
Clock: 0.745 / 2.03 / 1.28
Combinational: 0.539 / 1.30 / 0.760
what timing repair did:
item,in CTS,in global routing
pin swaps,27,7
buffers inserted,19,2
setup endpoints to repair,16,14
gates cloned,5,0
resized,120,19
hold buffers,0,0
worst max path at each step:
stage                        to  slack (ps)  depth (start not counted)
global route  reg_read_data2[5]         -30                          9
finish        reg_read_data2[5]          30                          8
CTS           reg_read_data2[5]         -20                          9
placed cells by master (no fill, tap or decap), types with 5 or more instances in the layout:
cell type	n
a21oi_1	22
a221oi_2	8
a22o_1	7
a22oi_1	32
a22oi_2	5
a31oi_1	8
a32o_1	7
a32oi_1	5
buf_12	7
buf_4	108
buf_6	22
clkbuf_16	17
clkdlybuf4s50_1	21
clkinvlp_4	5
dfrtp_1	128
dlygate4sd2_1	6
mux2_2	134
mux2i_1	18
mux4_2	5
nand2_1	21
nand2b_1	11
nand3_1	11
nor2_1	41
nor2_2	11
nor2b_1	8
nor2b_2	10
nor3_1	7
o21ai_0	7
o21ai_1	5
o22ai_1	13
o32a_1	7
